--- /design/flow/config.mk ---
export PLATFORM = sky130hd
export DESIGN_NAME = uart_top
export DESIGN_NICKNAME = uart_top
export VERILOG_FILES = /design/flow/design.v
export SDC_FILE = /design/flow/constraint.sdc
export NUM_CORES = 4
export LEC_CHECK = 1
export CORE_UTILIZATION = 40
--- /design/flow/constraint.sdc ---
current_design uart_top

set clk_period 10.7
set clk_io_pct 0.2

create_clock -name clk0 -period $clk_period [get_ports {clk}]

set non_clock_inputs [all_inputs -no_clocks]
set_input_delay [expr $clk_period * $clk_io_pct] -clock clk0 $non_clock_inputs
set_output_delay [expr $clk_period * $clk_io_pct] -clock clk0 [all_outputs]
--- /design/flow/design.v ---
module uart_debounce
#(
	parameter integer CLK_FREQ = 27_000_000, 	 
	parameter integer HOLD_MS  = 5				 
)
(
	input 	wire 	clk,		 
	input 	wire 	btn_press,	 
	output 	reg 	btn_result	 
);
localparam integer hold_max = (CLK_FREQ / 1000) * HOLD_MS; 	 
reg [17:0] counter = 0;
reg 	   sync1 = 1'b1;
reg        sync2 = 1'b1;						  
initial 
begin
    btn_result = 1'b1;
end
always @(posedge clk)
begin
	sync1 <= btn_press;
	sync2 <= sync1;
end
wire btn_debounced = sync2;
always @(posedge clk)
begin
	if (sync2 == btn_result)		 
		counter <= 0;
	else if (counter == hold_max) 	 
	begin
		btn_result <= btn_debounced;
		counter <= 0;
	end
	else
		counter <= counter + 18'd1;
end
endmodule
module uart_rx 
#(
	parameter integer clk_frequency = 27, 	  
	parameter integer baud_rate 	= 115200  
)
(
	input 				i_clk, 			 
	input 				i_rst_n,	 	 
	input 				i_byte_accept, 	 
	input 				i_data_bit, 	 
	output reg 			o_done, 		 
	output reg [7:0] 	o_data_byte, 	 
	output reg 			framing_error	 
);
localparam integer clk_cycle = (clk_frequency * 1000000) / baud_rate;  
localparam s_idle 				= 3'b000;  
localparam s_start				= 3'b001;  
localparam s_data_byte 			= 3'b010;  
localparam s_stop 				= 3'b011;  
localparam s_hold 				= 3'b100;  
reg [2:0] 	current_state, next_state; 	 
reg		  	rx_sync1, rx_sync2;	    	 
reg [15:0] 	clock_counter;		         
reg [7:0] 	temp_data;					 
reg [2:0] 	bit_index;				     
always @(posedge i_clk or negedge i_rst_n) 
begin
	if (i_rst_n == 1'b0)
	begin
		rx_sync1 <= 1'b1;
		rx_sync2 <= 1'b1;
	end
	else
	begin
		rx_sync1 <= i_data_bit;
		rx_sync2 <= rx_sync1;
	end
end
wire synced_data_bit = rx_sync2;
wire start_fall = rx_sync2 & ~rx_sync1;  
always @(*)
begin
	next_state = current_state;  
	case (current_state)
		s_idle: 
			if (start_fall) 
				next_state = s_start;
		s_start:
			if (clock_counter == (clk_cycle / 2 - 1) && synced_data_bit == 1'b1)  
				next_state = s_idle;
			else if (clock_counter == clk_cycle - 1)  
				next_state = s_data_byte; 
		s_data_byte:
			if (clock_counter == clk_cycle - 1 && bit_index == 3'd7) 
				next_state = s_stop;
		s_stop:
			if (clock_counter == clk_cycle / 2 - 1)  
				next_state = s_hold;
		s_hold:
			if (i_byte_accept) 			
				next_state = s_idle;
		default:
			next_state = s_idle;
	endcase
end
always @(posedge i_clk or negedge i_rst_n)
begin
	if (i_rst_n == 1'b0)
		current_state <= s_idle;
	else
		current_state <= next_state;
end
always @(posedge i_clk or negedge i_rst_n)
begin
	if (i_rst_n == 1'b0)
		clock_counter <= 16'd0;
	else if ((current_state == s_data_byte && clock_counter == clk_cycle - 1) || next_state != current_state)  
		clock_counter <= 16'd0;
	else
		clock_counter <= clock_counter + 16'd1;
end
always @(posedge i_clk or negedge i_rst_n)
begin
	if (i_rst_n == 1'b0)
		bit_index <= 3'd0;
	else if (current_state == s_data_byte && clock_counter == clk_cycle - 1)
		bit_index <= bit_index + 3'd1;
	else if (current_state != s_data_byte)
		bit_index <= 3'd0;
end
always @(posedge i_clk or negedge i_rst_n)
begin
	if (i_rst_n == 1'b0)
		temp_data <= 8'd0;
    else if (current_state == s_idle && next_state == s_start)
		temp_data <= 8'd0;
	else if (current_state == s_data_byte && clock_counter == clk_cycle / 2 - 1)
		temp_data[bit_index] <= synced_data_bit;
end
always @(posedge i_clk or negedge i_rst_n) 
begin
	if (i_rst_n == 1'b0)
		framing_error <= 1'b0;
	else if (current_state ==s_idle && next_state == s_start)
		framing_error <= 1'b0;
	else if (current_state == s_stop && clock_counter == clk_cycle / 2 - 1)
		framing_error <= (synced_data_bit != 1'b1);
end
always @(posedge i_clk or negedge i_rst_n)
begin
	if (i_rst_n == 1'b0)
		o_data_byte <= 8'd0;
	else if (current_state == s_stop && next_state != current_state)
		o_data_byte <= temp_data;
end
always @(posedge i_clk or negedge i_rst_n)
begin
	if (i_rst_n == 1'b0)
		o_done <= 1'b0;
	else if (current_state == s_stop && next_state != current_state)
		o_done <= 1'b1;
	else if (current_state == s_hold && i_byte_accept == 1'b1)
		o_done <= 1'b0;
end
endmodule
module uart_top
(
	input 	wire clk, 				 
	input 	wire rst_btn, 			 
	input 	wire BL616_UART_RX, 	 
	output 	wire BL616_UART_TX, 	 
	output 	reg LED0, 				 
	output	reg LED1,				 
	output 	reg LED2,				 
	output 	reg LED3,				 
	output 	wire LED4				 
);
wire rst_active, rst_n; 
assign rst_n = ~rst_active;  
uart_debounce
#(
	.CLK_FREQ	(27_000_000),
	.HOLD_MS 	(5)
)
DEBOUNCE
(
	.clk 		(clk),
	.btn_press 	(rst_btn),
	.btn_result (rst_active)     
);
wire 		rx_done;			 
wire [7:0] 	rx_data;			 
wire 		rx_framing_err; 	 
reg 		rx_ack;				 
reg 		error_detect;		 
reg [7:0]   rx_data_latched;     
reg [25:0]  delay_counter;       
reg         delay_active;        
reg 	tx_valid;				 
wire 	tx_ready;				 
uart_rx 
#(
	.clk_frequency(27), 		 
	.baud_rate(115200)			 
)
RX
(
	.i_clk         (clk),
    .i_rst_n       (rst_n),
    .i_byte_accept (rx_ack),
    .i_data_bit    (BL616_UART_RX),
    .o_done        (rx_done),
    .o_data_byte   (rx_data),
    .framing_error (rx_framing_err)
);
uart_tx
#(
	.clk_frequency(27), 		 
	.baud_rate(115200)			 
)
TX
(
    .i_clk    	 (clk),
    .i_rst_n   	 (rst_n),
    .data_send 	 (rx_data_latched),
    .tx_valid  	 (tx_valid),
    .ready_tx  	 (tx_ready),
    .o_tx      	 (BL616_UART_TX)
);
always @(posedge clk or negedge rst_n)
begin
    if (!rst_n)
    begin
        rx_data_latched <= 8'd0;
        tx_valid <= 1'b0;
        delay_counter <= 26'd0;
        delay_active <= 1'b0;
        rx_ack <= 1'b0;
    end
    else
    begin
        if (rx_done && !rx_ack)
        begin
            rx_data_latched <= rx_data;  	 
            rx_ack <= 1'b1;             	 
            delay_active <= 1'b1;       	 
            delay_counter <= 26'd0;     	 
        end
        else if (rx_ack && !rx_done)
        begin
            rx_ack <= 1'b0;          		 
        end
        if (delay_active)
        begin
            if (delay_counter < 26'd2_000_000)  
            begin
                delay_counter <= delay_counter + 26'd1;
            end
            else
            begin
                delay_active <= 1'b0;
                tx_valid <= 1'b1;        
            end
        end
        if (tx_valid && tx_ready)
        begin
            tx_valid <= 1'b0;
        end
    end
end
reg [24:0] heart_counter;
always @(posedge clk or negedge rst_n)
begin
	if (!rst_n)
	begin
		heart_counter <= 0;
		LED0 		  <= 1'b1;
	end
	else if (heart_counter == 27_000_000 - 1)
	begin
		heart_counter <= 0;
		LED0 <= ~LED0;
	end
	else
		heart_counter <= heart_counter + 25'd1;
end
reg [23:0] led1_counter, led2_counter;
reg rx_done_d;								 
wire rx_done_rise = rx_done && ~rx_done_d;
wire tx_accept = tx_valid && tx_ready;
always @(posedge clk or negedge rst_n)
begin
    if (!rst_n)
    begin
        led1_counter    <= 0;
        led2_counter    <= 0;
        LED1            <= 1'b1;   
        LED2            <= 1'b1;   
		rx_done_d 		<= 1'b0;
    end
    else
    begin
		rx_done_d <= rx_done;
        if (rx_done_rise)
            led1_counter <= 24'd5_400_000;   
        else if (led1_counter > 0)
        begin
            led1_counter <= led1_counter - 1;
            LED1 <= 1'b0;   
        end
        else
            LED1 <= 1'b1;   
        if (tx_accept)   
            led2_counter <= 24'd5_400_000;   
        else if (led2_counter > 0)
        begin
            led2_counter <= led2_counter - 1;
            LED2 <= 1'b0;   
        end
        else
            LED2 <= 1'b1;   
    end
end
always @(posedge clk or negedge rst_n)
begin
    if (!rst_n)
        error_detect <= 1'b0;   
    else if (rx_framing_err)	
        error_detect <= 1'b1;   
end
always @(posedge clk or negedge rst_n)
begin
    if (!rst_n)
        LED3 <= 1'b1;   
    else
        LED3 <= error_detect ? 1'b0 : 1'b1;   
end
assign LED4 = rst_n;
endmodule
module uart_tx
#(
	parameter integer clk_frequency = 27, 	  
	parameter integer baud_rate 	= 115200  
)
(
	input		 	i_clk, 			 
	input 			i_rst_n, 		 
	input [7:0] 	data_send, 		 
	input 			tx_valid,		 
	output reg		ready_tx,		 
	output reg 		o_tx 			 
);
localparam integer clk_cycle = (clk_frequency * 1000000) / baud_rate;  
localparam s_idle 	= 3'b000;  
localparam s_start 	= 3'b001;  
localparam s_send 	= 3'b010;  
localparam s_stop 	= 3'b011;  
reg [2:0] current_state, next_state;  
reg [15:0] clock_counter; 			  
reg [2:0] bit_index; 				  
reg [7:0] temp_data;				  
always @(*)
begin
	next_state = current_state;  
	case (current_state)
		s_idle:
			if (tx_valid == 1'b1)
				next_state = s_start;
		s_start:
			if (clock_counter == clk_cycle - 1)
				next_state = s_send;
		s_send:
			if (clock_counter == clk_cycle - 1 && bit_index == 3'd7)
				next_state = s_stop;
		s_stop:
			if (clock_counter == clk_cycle - 1)
				next_state = s_idle;
		default:
			next_state = s_idle;
	endcase	
end
always @(posedge i_clk or negedge i_rst_n)
begin
	if (i_rst_n == 1'b0)
		current_state <= s_idle;
	else
		current_state <= next_state;
end
always @(posedge i_clk  or negedge i_rst_n)
begin
	if (i_rst_n == 1'b0)
		ready_tx <= 1'b1;
	else
		ready_tx <= (current_state == s_idle);
end
always @(posedge i_clk or negedge i_rst_n)
begin
	if (i_rst_n == 1'b0)
		clock_counter <= 16'd0;
	else if (current_state != next_state || clock_counter == clk_cycle - 1) 
		clock_counter <= 16'd0;
	else
		clock_counter <= clock_counter + 16'd1;
end
always @(posedge i_clk  or negedge i_rst_n)
begin
	if (i_rst_n == 1'b0)
		bit_index <= 3'd0;
	else if (current_state == s_idle)
		bit_index <= 3'd0;
	else if (current_state == s_send && clock_counter == clk_cycle - 1)
		bit_index <= bit_index + 3'd1;
end
always @(posedge i_clk  or negedge i_rst_n)
begin
	if (i_rst_n == 1'b0)
		temp_data  <= 8'd0;
	else if (current_state == s_idle && tx_valid == 1'b1)
		temp_data  <= data_send;
end
always @(posedge i_clk  or negedge i_rst_n)
begin
	if (i_rst_n == 1'b0)
		o_tx <= 1'b1;
	else
	begin
		case (current_state)
			s_idle, s_stop:
				o_tx <= 1'b1;
			s_start:
				o_tx <= 1'b0;
			s_send:
				o_tx <= temp_data[bit_index];		
			default: 
				o_tx <= 1'b1;
		endcase
	end
end
endmodule
--- /design/flow/run.sh ---
#!/bin/bash
# OpenROAD 26Q1-2900-gdf79404cd8, Yosys 0.63+post, stock flow scripts
make -C /OpenROAD-flow-scripts/flow DESIGN_CONFIG=/design/flow/config.mk WORK_HOME=/design/flow/orfs finish
==> deck_impl_summary.md <==
Run Summary

Synth
  – Cells after synthesis: 1006
  – Yosys cell count: 1006
  – Register area share after synthesis: 51.25%
  – Number of enable flip-flop cells: 1
  – Synthesized area: 0.01014 sq mm
  – FF+latch count, synth: 211
  – Main flop type: dfrtp_1
  – Synth cell types: 71
  – Synth warn: 4
  – Async S/R FF share, synth: 90.05%
  – Chip area in the Yosys report: 0.01014 sq mm
  – Syn Area/Cell: 10.08 sq um

Worst setup path
  – CP max FO: 90
  – CP max stage delay: 0.57 ns
  – Worst Setup End Kind: output pin
  – Worst Path Arrival: 2.08 ns
  – Critical path launch point type: register
  – CP top delay family: buffers and inverters
  – Bufs and invs on worst path: 2
  – Kind of critical path: register to output pin
  – Worst path slowest cell: clkdlybuf4s50_1
  – CP required: 8.56 ns
  – Critical path cell sequence: inv_8 > clkdlybuf4s50_1

Min path
  – Worst min path class: register to register

Place
  – Cell Area, Placed: 0.01053 sq mm
  – Pre-CTS setup slack: 6.935 ns
  – HPWL after detailed placement: 10.99 mm
  – Routability congestion estimate from global placement: 0.8160
  – Cell Count Post-Placement: 1305
  – Port Buffers: 8

Clock tree
  – Deepest clock path buffer count: 3
  – Setup repair bufs after CTS: 0
  – Clk latency late pin: 0.51 ns
  – Clock Pin Slew Worst Setup and Hold Paths: 0.06 ns
  – CTS tree: done
  – CTS Buf Count: 24
  – H-Tree Depth: 1
  – Root buf cell: clkbuf_16
  – CTS sink count: 211
  – Post-CTS Hold Buffers: 0
  – Post-CTS sizing: 0

STA
  – Slew margin rel.: 37.54%
  – Minimum clock period after layout: 4.220 ns
  – Fmax: 237.0 MHz
  – RSZ-0062 raised after global routing: false
  – Final period util: 39.44%
  – Final setup margin: 6.480 ns
  – # setup viols final: 0
  – Clk_skew: 0.01886 ns
  – Actual slew at the worst max-slew pin: 0.9283 ns
  – Fin Setup TNS: 0 ns
  – Fin. max-slew vios: 0
  – Fin. Hold Viols: 0

Detailed routing
  – WL/cell: 13.09 microns
  – TritonRoute pass-1 iters: 4
  – DR vias: 7113
  – DRT antenna net count: 0
  – Routed WL: 17.66 mm
  – DRC: 0
  – Via-per-instance ratio: 5.273
  – Diode count: 0
  – First DRT Iteration DRCs: 373

Global routing
  – First-pass GRT wire length: 31.88 mm
  – GRT overflow: 0
  – Gr usage total: 14.80%
  – Initial antenna violation count: 0
  – Vias in the first global route: 6803
  – Pin count of the biggest net entering global routing: 103

Power
  – VDD IR max: 0.0001446 V
  – PnR Total Power: 1.745 mW
  – Psw: 0.3680 mW
  – Sw frac: 21.09%
  – Pwr Density: 153.5 mW/mm^2
  – Clock power frac: 48.5%
  – Internal: 1.377 mW
  – Combinational group share of total power: 2.8%
  – Seq pwr share: 48.7%
  – Pleak: 4.707 nW

Die
  – DIE WIDTH: 161.2 microns
  – Core area: 0.02460 sq mm
  – I/O pins: 9
  – Full die area: 0.02598 sq mm
  – Die height: 161.2 microns
  – Std-Cell Rows: 57
  – FP Core Util: 41.20%

Layout
  – Layout area overhead: 12.15%
  – Finished Layout Cells: 1349
  – Fin area: 0.01137 sq mm
  – Share of layout cells above drive strength 1: 10.05%

Run
  – OpenROAD warnings: 33
  – Max cap viols: 0

Status
  – Status: finished clean
Yosys cell counts, types with 24 or more instances:
library cell  count  area, sq um
nand3_1          54        270.3
mux2_2           26        292.8
a21oi_1          24        120.1
nor4_1           24        150.1
o21ai_0          27        135.1
nand2_1          75        281.5
dfrtp_1         182         4554
nor2_1          131        491.7
and3_1           26        162.7
clkbuf_1         26        97.59
xnor2_1          45        394.1
xor2_1           44        385.4
inv_1            29        108.9
routing by layer:
metal,GRT usage [%],routed length [microns]
met5,0,0
met4,2.916,374
met3,1.808,442
met2,22.75,7882
met1,23.53,8964
layout by cell type (no fill, tap or decap), types with 18 or more instances in the layout:
master / netlist / routed
mux2_2: 26 / 26
clkbuf_16: 0 / 25
nor2_1: 131 / 131
dfxtp_1: 20 / 20
nand4_1: 19 / 19
a31oi_1: 22 / 22
nor3_1: 22 / 22
nand2_1: 75 / 75
nor4_1: 24 / 24
xnor2_1: 45 / 45
and3_1: 26 / 26
nand3_1: 54 / 54
ha_1: 18 / 18
dfrtp_1: 182 / 182
inv_1: 29 / 28
xor2_1: 44 / 44
o21ai_0: 27 / 27
a21oi_1: 24 / 24
stage by stage:
step	hold WS, ns	util, %
global placement	0.3096	42.78
finish	0.3257	46.20
detailed placement	0.3192	42.78
global route	0.3372	46.20
floorplan	0.3096	-
CTS	0.3279	46.20
logic make-up (layout without fill, tap and decap cells):
| kind of cell | Yosys count | in the layout | share of synthesized area (%) |
|---|---|---|---|
| AND/OR/NAND/NOR | 449 | 449 | 22.77 |
| flip-flops | 211 | 211 | 51.25 |
| buffers and inverters | 67 | 86 | 2.678 |
| XOR/XNOR | 89 | 89 | 7.689 |
| multiplexers | 41 | 41 | 4.616 |
| other | 1 | 1 | 0.03699 |
| AND-OR/OR-AND | 130 | 130 | 8.739 |
| adder cells (fa/ha/maj) | 18 | 18 | 2.222 |
path summary, 6_finish.rpt:
| check | start | endpoint | slack, ns | cells past startpoint |
|---|---|---|---|---|
| hold / removal | DEBOUNCE.sync1 | DEBOUNCE.sync2 | 0.33 | 0 |
| min in group asynchronous | DEBOUNCE.btn_result | RX.clock_counter[1] | 0.50 | 1 |
| setup reg to reg | led1_counter[0] | led1_counter[7] | 7.88 | 7 |
| max in group asynchronous | DEBOUNCE.btn_result | LED0 | 9.23 | 2 |
| setup / recovery | DEBOUNCE.btn_result | LED4 | 6.48 | 2 |
| hold reg to reg | DEBOUNCE.sync1 | DEBOUNCE.sync2 | 0.33 | 0 |
power groups by stage:
stage / registers [mW] / clock network (mW) / logic [mW]
4_1_cts: 0.849 / 0.874 / 0.0495
6_report: 0.850 / 0.846 / 0.0490
5_1_grt: 0.854 / 0.909 / 0.0570
flip-flops by register name, indices dropped and copies added, names as in the netlist, 3 cells and up:
register and flops:
RX.o_data_byte 8, led1_counter 24, delay_counter 26, RX.current_state 3, DEBOUNCE.counter 18, rx_data_latched 8, RX.clock_counter 16, TX.temp_data 8
RX.bit_index 3, TX.clock_counter 16, led2_counter 24, heart_counter 25, TX.bit_index 3, TX.current_state 3, RX.temp_data 8
layout make-up:
type                       count  area [sq um]
clock buffer                  35         743.2
timing repair buffer          13         130.1
multi-input combinational    728          4678
clock inverter                 9         100.1
sequential                   211          5195
tap                          324         405.4
fill                        2220         13240
inverter                      29         116.4
Power and IR drop assume default switching activity.
